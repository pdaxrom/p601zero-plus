## design/flow/design.v

```verilog
module spi (
	input wire clk,
	input wire rst,
	input wire [2:0] AD,
	input wire [7:0] DI,
	output reg [7:0] DO,
	input wire rw,
	input wire cs,
	input wire clk_in,
	output wire mosi,
	output reg msck,
	input wire miso,
	output wire [2:0] csout,
	output wire csen
);
	reg [7:0] spics_reg;
	reg [7:0] config_reg;
	reg [7:0] rx_data;
	reg [7:0] tx_data;
	reg [7:0] prescaler;
	reg start;
	reg [7:0] shifted_tx_data;
	reg [3:0] bit_counter;
	reg [7:0] scale_counter;
	wire data_ready = ((bit_counter == 0) && (!msck))?1'b1:1'b0;
	assign csout = spics_reg[2:0];
	assign csen = spics_reg[3];
	always @ (posedge clk) begin
		if (rst) begin
			config_reg <= 8'b00000001;
			tx_data <= 8'b11111111;
			prescaler <= 0;
			start <= 0;
		end else begin
			if (cs) begin
				if (rw) begin
					case (AD[2:0])
					3'b000: DO <= {data_ready, 3'b0, config_reg[3:0]};
					3'b001: begin
							DO <= rx_data;
						end
					3'b010: DO <= prescaler;
					3'b011: DO <= spics_reg;
					endcase
				end else begin
					case (AD[2:0])
					3'b000: config_reg <= DI;
					3'b001: begin
							tx_data <= DI;
							start <= 1'b1;
						end
					3'b010: prescaler <= DI;
					3'b011: spics_reg <= DI;
					endcase
				end
			end else begin
				if (!data_ready) start <= 1'b0;
			end
		end
	end
	assign mosi = ((bit_counter == 0) && (!msck))?1'b1:shifted_tx_data[7];
	always @ (posedge clk_in) begin
		if (rst) begin
			msck <= 0;
			rx_data <= 8'b11111111;
			scale_counter <= 0;
		end else if (start) begin
			shifted_tx_data <= tx_data;
			bit_counter <= 8;
		end else begin
			if (bit_counter != 0) begin
				if (scale_counter == prescaler) begin
					scale_counter <= 0;
					msck <= ~msck;
					if (msck) begin
						shifted_tx_data <= {shifted_tx_data[6:0], 1'b1};
						rx_data <= {rx_data[6:0], miso};
						bit_counter <= bit_counter - 1'b1;
					end
				end else scale_counter <= scale_counter + 1'b1;
			end else msck <= 0;
		end
	end
endmodule
```

## design/flow/run.sh

```bash
#!/bin/bash
# OpenROAD 26Q1-2900-gdf79404cd8, Yosys 0.63+post, stock flow scripts
make -C /OpenROAD-flow-scripts/flow DESIGN_CONFIG=/design/flow/config.mk WORK_HOME=/design/flow/orfs finish
```

## design/flow/config.mk

```make
export PLATFORM = sky130hd
export DESIGN_NAME = spi
export DESIGN_NICKNAME = spi
export VERILOG_FILES = /design/flow/design.v
export SDC_FILE = /design/flow/constraint.sdc
export NUM_CORES = 4
export LEC_CHECK = 1
export CORE_UTILIZATION = 30
```

## design/flow/constraint.sdc

```tcl
current_design spi

set clk_period 2.7
set clk_io_pct 0.2

create_clock -name clk0 -period $clk_period [get_ports {clk}]
create_clock -name clk1 -period $clk_period [get_ports {clk_in}]

set non_clock_inputs [all_inputs -no_clocks]
set_input_delay [expr $clk_period * $clk_io_pct] -clock clk0 $non_clock_inputs
set_output_delay [expr $clk_period * $clk_io_pct] -clock clk0 [all_outputs]
```

==> flow_summary.toml <==
# flow metrics
[grt]
grtUsageTotal_pct = 13.8
grt_pass1_vias = 2061
antenna_found_initial = 0
grt-ovfl-total = 0
grt_max_degree = 19
grt_pass1_wl_um = 10600

[routing]
drtIter0Drc = 122
dr.pass1.iters = 4
diodes = 0
num_vias = 2090
antenna_left = 0
drc = 0
viasPerCell = 4.83
wire_per_inst_um = 14.3
drt_wl_total_um = 6210

[place]
io_buffers = 29
place_area_um2 = 3390
gp_congestion = 0.835
dpl.hpwl_um = 4480

[worst_setup_path]
worstPathRequired_ns = 2.16
critPathLaunchType = "register"
cpMaxStageDelayCell = "clkdlybuf4s50_1"
r2r_end = "shifted_tx_data[3]"
r2r_slack_ns = 0.90
crit_type = "reg2out"
critPathArrivalTime_ns = 2.04
max_stage_delay_ns = 0.45
endpoint_kind = "primary output"
crit_path_end = "mosi"
r2r_cells = 5
path_cells = "inv_1 -> ha_1 -> or3b_4 -> nor2_2 -> or2_2 -> clkdlybuf4s50_1"
crit_fanout = 6
cp-startpoint = "bit_counter[0]"
worstReg2RegStart = "prescaler[2]"

[logic_synthesis]
synth_seq_share_pct = 54.5
synth_area_per_cell_um2 = 11.2
synth.largest_area_cell = "edfxtp_1"
synth.distinct_cells = 38
ys_cells = 263
top_cells_by_area = "edfxtp_1 29%, dfxtp_1 26%, mux2i_1 7.5%, mux2_2 3.8%, xor2_1 3.3%"
ys_async_sr_fraction_pct = 0
synth_top_area_share_pct = 28.6
yosys_most_used_dff = "dfxtp_1"
yosys_warnings = 1
netlist_area_um2 = 2940
edf_count = 28
syn_inst = 263
ys_area_um2 = 2940
synth.ff_latch_count = 66

[timing]
max_slew_margin_pct = 59.2
skew_ns = 0.00988
finalSetupTns_ns = 0
drv_slew = 0
hold_viol = 0
setup_violations = 0
worst_slew_pin_slew_ns = 0.610
grt_setup_unrepaired = "false"

[finish]
syn_to_final_growth_pct = 22.5
layout_top_cell = "dfxtp_1"
mostFrequentLayoutCells = "38 x dfxtp_1, 29 x clkdlybuf4s50_1, 28 x edfxtp_1"
drive_gt1_share_pct = 15.1
stdcell_area_um2 = 3600

[floorplan]
io_pins = 31
dieArea_um2 = 10200
fp-utilization_pct = 31.4
fp.dieH_um = 101
rows = 35
core_area_um2 = 9370
fp.dieW_um = 101

[clock_tree]
clk_pin_slew_ns = 0.07
cts.sinks = 66
tritoncts = "yes"
postCtsHoldBufs = 0

[power]
powerDensity_nw_per_um2 = 609
ir_drop_uv = 274
leakagePower_uw = 0.00140

[hold_path]
min_path_type = "reg2reg"

[job]
drv_cap = 0
warning_count = 26

[status]
run_status = "complete, no violations"
layout make-up:
cell class	count	area, µm²
Timing Repair Buffer	42	388
Sequential cell	66	1600
Fill cell	919	5770
Clock buffer	12	155
Tap cell	129	161
Inverter	2	7.51
Clock inverter	4	47.5
Multi-Input combinational cell	178	1240
what timing repair did:
action,4_1_cts,5_1_grt
gates resized,1,1
setup endpoints to repair,1,1
buffers inserted,0,1
synth_stat cells, drive strengths merged, types with 3 or more instances:
master / number
nand2b: 11
nor4: 3
nand2: 18
buf: 7
nor3: 11
edfxtp: 28
mux2: 10
nor3b: 3
dfxtp: 38
nand3: 14
mux2i: 22
a21oi: 17
a22oi: 3
xnor2: 6
nor2: 25
o22a: 5
clkbuf: 9
xor2: 11
nand4: 3
how the worst min path moves through the flow:
stage                 slack, ns       endpoint  cells past startpoint           from
final                      0.48  config_reg[0]                      2  config_reg[0]
after global routing       0.51  config_reg[2]                      2  config_reg[2]
after CTS                  0.48  config_reg[1]                      2  config_reg[1]
power breakdown:
part | switching (µW) | leakage, µW | internal (µW)
Clock | 361 | 0.000104 | 479
Sequential | 26.1 | 0.000560 | 1080
Combinational | 126 | 0.000734 | 121
stage by stage:
stage / setup slack [ns] / utilization (%) / power (µW) / hold slack, ns / std cells
after floorplan: 0.649 / - / 1280 / 0.437 / 263
after global placement: 0.307 / 36.1 / 1370 / 0.455 / 416
after detailed placement: 0.274 / 36.1 / 1370 / 0.464 / 416
after CTS: 0.0549 / 38.3 / 2220 / 0.485 / 432
after global routing: 0.00511 / 38.4 / 2290 / 0.509 / 433
final: 0.118 / 38.4 / 2190 / 0.484 / 433
critical path: cells and delay by family (launching register included):
family / cells / cell delay (ns)
and+or+nand+nor: 3 / 0.65
buffers and inverters: 2 / 0.52
adders and majority gates: 1 / 0.19
DFF: 1 / 0.39
cell families after synthesis:
group                      count (synthesis)  synth area share, %
and+or+nand+nor                           98                 18.7
DFF                                       66                 54.5
muxes                                     32                 11.3
AOI/OAI and AO/OA                         29                 6.13
buffers and inverters                     19                 3.49
xor gates and xnor gates                  17                 5.06
adders and majority gates                  2                0.851
metal layers:
metal	vias up	track usage [%]	part of all wire [%]
met4	0	2.34	1.5
li1	1014	-	-
met5	-	0	0
met2	62	19.5	43
met3	9	3.03	7.4
met1	1005	22.5	49
Power is estimated from default activity; no workload was simulated.
