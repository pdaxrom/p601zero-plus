===== ./run.sh =====
#!/bin/bash
# OpenROAD 26Q1-2900-gdf79404cd8, Yosys 0.63+post, stock flow scripts
make -C /OpenROAD-flow-scripts/flow DESIGN_CONFIG=/design/flow/config.mk WORK_HOME=/design/flow/orfs finish

===== ./config.mk =====
export PLATFORM = sky130hd
export DESIGN_NAME = simpleio
export DESIGN_NICKNAME = simpleio
export VERILOG_FILES = /design/flow/design.v
export SDC_FILE = /design/flow/constraint.sdc
export NUM_CORES = 4
export LEC_CHECK = 1
export CORE_UTILIZATION = 40

===== ./constraint.sdc =====
current_design simpleio

set clk_period 3.4
set clk_io_pct 0.2

create_clock -name clk0 -period $clk_period [get_ports {clk}]
create_clock -name clk1 -period $clk_period [get_ports {clk_in}]

set non_clock_inputs [all_inputs -no_clocks]
set_input_delay [expr $clk_period * $clk_io_pct] -clock clk0 $non_clock_inputs
set_output_delay [expr $clk_period * $clk_io_pct] -clock clk0 [all_outputs]

===== ./design.v =====
module simpleio (
	input wire clk,
	input wire rst,
	input wire [3:0] AD,
	input wire [7:0] DI,
	output reg [7:0] DO,
	input wire rw,
	input wire cs,
	output wire irq,
	input wire clk_in,
	output reg [7:0] leds,
	output reg [7:0] led7hi,
	output reg [7:0] led7lo,
	output reg [2:0] rgb1,
	output reg [2:0] rgb2,
	input wire  [3:0] switches,
	input wire  [3:0] keys,
	input wire [1:0] irqin,
	output wire resout,
	output wire cdout,
	output reg clkout
);
	reg [23:0] timer_cnt;
	reg [23:0] timer_prescaler;
	reg [7:0] timer_mode;
	reg timer_eq_flag;
	reg [23:0] clock_cnt;
	reg [23:0] clock_prescaler;
	reg [7:0] clock_mode;
	assign irq = (timer_mode[7] & timer_mode[6]) | (clock_mode[6] & irqin[1]) | (clock_mode[5] & irqin[0]);
	assign resout = clock_mode[7];
	assign cdout = clock_mode[3];	
	always @ (posedge clk_in) begin
		if (rst) begin
			timer_cnt <= 0;
			timer_eq_flag <= 0;
			clock_cnt <= 0;
			clkout <= 0;
		end else begin
			if (timer_mode[0]) begin
				if (timer_cnt == timer_prescaler) begin
					timer_eq_flag <= 1;
					timer_cnt <= 0;
				end else begin
					timer_cnt <= timer_cnt + 1'b1;
					if (timer_mode[7]) timer_eq_flag <= 0;
				end
			end
			if (clock_mode[4]) begin
				if (clock_cnt == clock_prescaler) begin
					clkout <= ~clkout;
					clock_cnt <= 0;
				end else clock_cnt <= clock_cnt + 1'b1;
			end else clkout <= 0;
		end
	end
	always @ (posedge clk) begin
		if (rst) begin
			leds <= 8'b11111111;
			rgb1 <= 8'b111;
			rgb2 <= 8'b111;
			led7hi <= 0;
			led7lo <= 0;
			timer_mode <= 0;
			timer_prescaler <= 0;
			clock_mode <= 8'b10000000;
		end else begin
			if (timer_eq_flag) timer_mode[7] <= 1;
			if (cs) begin
				if (rw) begin
					case (AD[3:0])
					4'b0000: DO <= ~leds;
					4'b0001: DO <= led7hi;
					4'b0010: DO <= led7lo;
					4'b0011: begin
						DO[6:4] <= ~rgb1;
						DO[2:0] <= ~rgb2;
						end
					4'b0100: DO <= {switches, ~keys};
					4'b1000: begin
						DO <= timer_mode;
						timer_mode[7] <= 0;
						end
					4'b1001: DO <= timer_mode[0]?timer_cnt[23:16]:timer_prescaler[23:16];
					4'b1010: DO <= timer_mode[0]?timer_cnt[15:8]:timer_prescaler[15:8];
					4'b1011: DO <= timer_mode[0]?timer_cnt[7:0]:timer_prescaler[7:0];
					4'b1100: DO <= {clock_mode[7:3], irq, 1'b0};
					4'b1101: DO <= clock_prescaler[23:16];
					4'b1110: DO <= clock_prescaler[15:8];
					4'b1111: DO <= clock_prescaler[7:0];
					endcase
				end else begin
					case (AD[3:0])
					4'b0000: leds <= ~DI;
					4'b0001: led7hi <= DI;
					4'b0010: led7lo <= DI;
					4'b0011: begin
						rgb1 <= ~DI[6:4];
						rgb2 <= ~DI[2:0];
						end
					4'b1000: timer_mode[6:0] <= DI[6:0];
					4'b1001: timer_prescaler[23:16] <= DI;
					4'b1010: timer_prescaler[15:8] <= DI;
					4'b1011: timer_prescaler[7:0] <= DI;
					4'b1100: clock_mode <= DI;
					4'b1101: clock_prescaler[23:16] <= DI;
					4'b1110: clock_prescaler[15:8] <= DI;
					4'b1111: clock_prescaler[7:0] <= DI;
					endcase
				end
			end
		end
	end
endmodule

==> impl_metrics.json <==
{
  "postCtsHoldBufs": 0,
  "initCoreUtil_pct": 41.04,
  "clk_pin_slew_ns": 0.07,
  "top_area_cell": "dfxtp_1",
  "yosys-top-cells-count": "dfxtp_1 (117), nor2_1 (89), nand2_1 (82)",
  "synth-compound-area-share_pct": 10.97,
  "timing.final.ws_setup_ns": 0.7482,
  "cts_resized": 0,
  "edf_count": 32,
  "synth_area_mm2": 0.007422,
  "end_kind": "flop",
  "core_mm2": 0.01809,
  "ys_cells": 809,
  "wl_mm": 22.39,
  "ys_warn_count": 1,
  "slew_viol_final": 0,
  "postRouteAntennaNets": 0,
  "rows": 49,
  "track_usage_pct": 24.71,
  "grt_pass1_vias": 5863,
  "area_leaders": "dfxtp_1 (32%), edfxtp_1 (13%), xor2_1 (7.1%), mux2i_1 (6.3%), nor2_1 (4.5%)",
  "synth_area_per_cell_um2": 9.174,
  "cp_data_arrival_time_ns": 2.92,
  "hp-class": "reg -> reg",
  "grt_max_degree": 60,
  "critPathKind": "in -> reg",
  "status": "finished, violations left",
  "vias_per_cell": 5.644,
  "fill_cells": 1673,
  "drive_above_1_share_pct": 6.952,
  "cts_tree": "built",
  "numSynthFlops": 149,
  "async_flop_share_pct": 0,
  "synthMuxAreaShare_pct": 7.401,
  "ys_area_mm2": 0.007422,
  "ys_sh_xor_pct": 11.43,
  "ir_drop_uv": 203.3,
  "ys_seq_share_pct": 44.50,
  "worstSetupStartpointType": "input pin",
  "clkSinkCount": 149,
  "antenna_found_initial": 0,
  "drt-wirelength-per-cell_um": 20.51,
  "die_w_um": 138.2,
  "power.density_mw_per_mm2": 408.1,
  "hold_violations": 0,
  "drc": 2,
  "place_congestion": 0.9642,
  "worst-slew-pin-transition_ns": 0.8727,
  "rsz0062_at_grt": "no",
  "netlist.area_leader.share_pct": 31.56,
  "drt_iter0_markers": 409,
  "via_count": 6163,
  "preCtsSetupSlack_ns": 0.4616,
  "post_cts_buffers": 0,
  "syn_inst": 809,
  "io_pins": 69,
  "max_slew_margin_pct": 41.82,
  "synthToLayoutAreaGrowth_pct": 17.03,
  "grt_overflow": 0,
  "violations": "DRC",
  "grt_pass1_wl_mm": 34.53,
  "clock_skew_ns": 0.01184,
  "finalSetupViolCount": 0,
  "dp_hpwl_mm": 16.22,
  "logic_family": "simple AND/OR/NAND/NOR gates",
  "top_cell": "dfxtp_1",
  "drv_cap": 0,
  "ys_sh_simple_pct": 20.87,
  "p_leak_nw": 3.202,
  "die_area_mm2": 0.01910,
  "drt-pass1-iter-count": 46,
  "cp_max_fo": 22,
  "warning_count": 26,
  "synth.distinct_cells": 66,
  "place.port_buffers": 67,
  "num_antenna_cells": 0,
  "flop_cell": "dfxtp_1",
  "ys_sh_adder_pct": 0.3372,
  "fin_tns_setup_ns": 0,
  "worstPathRequired_ns": 3.67,
  "fp.dieH_um": 138.2
}
state kept, by name, summed over array words and instances, names as in the netlist, 24 cells and up:
signal	flops
clock_cnt	24
clock_prescaler	24
timer_prescaler	24
timer_cnt	24
area by class of cell:
class	instances	area (um^2)	area share, %
Multi-Input combinational cell	590	3795	43.69
Sequential cell	149	3303	38.03
Timing Repair Buffer	91	845.8	9.738
Clock buffer	17	361.6	4.163
Tap cell	229	286.5	3.299
Clock inverter	6	56.30	0.6482
Inverter	10	37.54	0.4322
stage by stage:
step | utilization, % | instances | total power [mW] | area, um^2 | hold WS (ns)
after global routing | 48.02 | 1092 | 3.653 | 8686 | 0.4840
after detailed placement | 45.71 | 1069 | 2.107 | 8268 | 0.4575
after floorplan | - | 809 | 1.997 | 7422 | 0.4315
final | 48.02 | 1092 | 3.545 | 8686 | 0.4662
after global placement | 45.71 | 1069 | 2.108 | 8268 | 0.4503
after CTS | 48.02 | 1092 | 3.578 | 8686 | 0.4707
path summary, 6_finish.rpt:
kind | from | end | slack, ns | cells past startpoint
worst max register to register | timer_cnt[16] | timer_cnt[9] | 1.24 | 5
worst max-delay path | AD[0] | timer_prescaler[3] | 0.75 | 6
max in group clk1 | timer_cnt[16] | timer_cnt[9] | 1.24 | 5
min in group clk1 | timer_eq_flag | timer_eq_flag | 0.48 | 2
worst min-delay path | timer_mode[5] | timer_mode[5] | 0.47 | 2
worst min register to register | timer_mode[5] | timer_mode[5] | 0.47 | 2
routing by layer:
layer | wire [um] | up-vias | track usage, %
met5 | 0 | - | 0
li1 | - | 2969 | -
met1 | 10100 | 2922 | 37.72
met4 | 524 | 0 | 4.672
met2 | 9788 | 238 | 36.22
met3 | 1976 | 34 | 7.413
worst max-delay path, cell delays in order:
cell and delay [ns]:
clkdlybuf4s50_1 0.69, buf_4 0.35, nand3_1 0.40, nor2_1 0.53
nand2_1 0.12, a21oi_1 0.14
power breakdown:
group | switching, mW | internal [mW] | leakage, nW
clock | 0.693 | 0.782 | 0.201
sequential | 0.0113 | 1.82 | 1.23
combinational | 0.152 | 0.0888 | 1.77
placed cells by master (no fill, tap or decap), types with 18 or more instances in the layout:
cell	synthesis	final
xnor2_1	35	35
o211ai_1	18	18
dfxtp_1	117	117
edfxtp_1	32	32
clkdlybuf4s50_1	0	66
nor2_1	89	89
nand4_1	23	23
mux2i_1	47	47
buf_4	2	24
nand2_1	82	82
a21oi_1	50	50
xor2_1	60	60
nand3_1	47	47
cells by family after synthesis:
kind of cell,count (synthesis)
compound gates,124
xor+xnor,96
fa+ha+maj,2
buf+inv,70
flops,149
mux,54
simple gates,314
Power figures rest on the tool's default switching activity, not on a simulated workload.
